**design.v**
```verilog
`timescale 1ns / 1ps
parameter NOP                  = 16'b0000_0000_0000_0000;
parameter HALT                 = 16'b0000_0010_0000_0000;
parameter ADD                  =  7'b0001_000;
parameter ADDF                 =  7'b0001_001;
parameter SUB                  =  7'b0001_010;
parameter SUBF                 =  7'b0001_011;
parameter AND                  =  7'b0010_000;
parameter OR                   =  7'b0010_001;
parameter XOR                  =  7'b0010_010;
parameter NAND                 =  7'b0010_011;
parameter NOR                  =  7'b0010_100;
parameter NXOR                 =  7'b0010_101;
parameter SHIFTR               =  7'b0011_000;
parameter SHIFTRA              =  7'b0011_001;
parameter SHIFTL               =  7'b0011_010;
parameter LOAD                 =  5'b0100_0;
parameter LOADC                =  5'b0100_1;
parameter STORE                =  5'b0101_0;
parameter JMP                  =  4'b1000;
parameter JMPcond              =  4'b1001;
parameter JMP_N                =  7'b1001_000;
parameter JMP_NN               =  7'b1001_001;
parameter JMP_Z                =  7'b1001_010;
parameter JMP_NZ               =  7'b1001_011;
parameter JMPR                 =  4'b1010;
parameter JMPRcond             =  4'b1011;
parameter JMPR_N               =  7'b1011_000;
parameter JMPR_NN              =  7'b1011_001;
parameter JMPR_Z               =  7'b1011_010;
parameter JMPR_NZ              =  7'b1011_011;
parameter N                    =  3'b000;
parameter NN                   =  3'b001;
parameter Z                    =  3'b010;
parameter NZ                   =  3'b011;
parameter R0                   =  3'b000;
parameter R1                   =  3'b001;
parameter R2                   =  3'b010;
parameter R3                   =  3'b011;
parameter R4                   =  3'b100;
parameter R5                   =  3'b101;
parameter R6                   =  3'b110;
parameter R7                   =  3'b111;
parameter SUCCESS_COUNT        =  6'd3;
parameter TEST_COUNT           = {6'b0, 6'd2};
parameter JMP_LOAD             =  6'd2;
parameter JMP_STORE_AGAIN      = {6'b0, 6'b11_1011};  
parameter FINISH_LOAD          =  6'd2;
parameter JMP_LOAD_AGAIN       = {6'b0, 6'b11_0101};  
parameter LEFT_8               =  6'd8;
parameter LEFT_32              =  6'd32;
`timescale 1ns / 1ps
parameter NOP                  = 16'b0000_0000_0000_0000;
parameter HALT                 = 16'b0000_0010_0000_0000;
parameter ADD                  =  7'b0001_000;
parameter ADDF                 =  7'b0001_001;
parameter SUB                  =  7'b0001_010;
parameter SUBF                 =  7'b0001_011;
parameter AND                  =  7'b0010_000;
parameter OR                   =  7'b0010_001;
parameter XOR                  =  7'b0010_010;
parameter NAND                 =  7'b0010_011;
parameter NOR                  =  7'b0010_100;
parameter NXOR                 =  7'b0010_101;
parameter SHIFTR               =  7'b0011_000;
parameter SHIFTRA              =  7'b0011_001;
parameter SHIFTL               =  7'b0011_010;
parameter LOAD                 =  5'b0100_0;
parameter LOADC                =  5'b0100_1;
parameter STORE                =  5'b0101_0;
parameter JMP                  =  4'b1000;
parameter JMPcond              =  4'b1001;
parameter JMP_N                =  7'b1001_000;
parameter JMP_NN               =  7'b1001_001;
parameter JMP_Z                =  7'b1001_010;
parameter JMP_NZ               =  7'b1001_011;
parameter JMPR                 =  4'b1010;
parameter JMPRcond             =  4'b1011;
parameter JMPR_N               =  7'b1011_000;
parameter JMPR_NN              =  7'b1011_001;
parameter JMPR_Z               =  7'b1011_010;
parameter JMPR_NZ              =  7'b1011_011;
parameter N                    =  3'b000;
parameter NN                   =  3'b001;
parameter Z                    =  3'b010;
parameter NZ                   =  3'b011;
parameter R0                   =  3'b000;
parameter R1                   =  3'b001;
parameter R2                   =  3'b010;
parameter R3                   =  3'b011;
parameter R4                   =  3'b100;
parameter R5                   =  3'b101;
parameter R6                   =  3'b110;
parameter R7                   =  3'b111;
parameter SUCCESS_COUNT        =  6'd0;
parameter TEST_COUNT           = {6'b0, 6'b11_1111};  
parameter JMP_LOAD             =  6'b11_1111;         
parameter JMP_STORE_AGAIN      = {6'b0, 6'b11_1000};  
parameter FINISH_LOAD          =  6'b11_1111;         
parameter JMP_LOAD_AGAIN       = {6'b0, 6'b11_0010};  
parameter LEFT_8               =  6'd8;
parameter LEFT_32              =  6'd32;
module r1
#(
   parameter D_SIZE = 32
)
(
   input                   rst_n         ,  
   input                   clk           ,
   input                   r2_pc_halt    ,
   input                   r2_pc_flush   ,
   input                   bubble        ,
   input             [6:0] opcode        ,
   input             [2:0] destination   ,
   input      [D_SIZE-1:0] operand_a     ,
   input      [D_SIZE-1:0] operand_b     ,
   output reg        [6:0] r1_opcode     ,
   output reg        [2:0] r1_destination,
   output reg [D_SIZE-1:0] r1_operand_a  ,
   output reg [D_SIZE-1:0] r1_operand_b
);
always@(posedge clk or negedge rst_n)
begin
   if(!rst_n)
   begin
      r1_opcode      <= 0;  
      r1_destination <= 0;
      r1_operand_a   <= 0;
      r1_operand_b   <= 0;
   end
   else if(r2_pc_halt)
   begin
      r1_opcode      <= r1_opcode;
      r1_destination <= r1_destination;
      r1_operand_a   <= r1_operand_a;
      r1_operand_b   <= r1_operand_b;
   end
   else if(r2_pc_flush | bubble)
   begin
      r1_opcode      <= 0;  
      r1_destination <= 0;
      r1_operand_a   <= 0;
      r1_operand_b   <= 0;
   end
   else
   begin
      r1_opcode      <= opcode;
      r1_destination <= destination;
      r1_operand_a   <= operand_a;
      r1_operand_b   <= operand_b;
   end
end
endmodule
```
**run.sh**
```bash
#!/bin/bash
# OpenROAD 26Q1-2900-gdf79404cd8, Yosys 0.63+post, stock flow scripts
make -C /OpenROAD-flow-scripts/flow DESIGN_CONFIG=/design/flow/config.mk WORK_HOME=/design/flow/orfs finish
```
**config.mk**
```make
export PLATFORM = sky130hd
export DESIGN_NAME = r1
export DESIGN_NICKNAME = r1
export VERILOG_FILES = /design/flow/design.v
export SDC_FILE = /design/flow/constraint.sdc
export NUM_CORES = 4
export LEC_CHECK = 1
export CORE_UTILIZATION = 50
```
**constraint.sdc**
```tcl
current_design r1

set clk_period 1.1
set clk_io_pct 0.2

create_clock -name clk0 -period $clk_period [get_ports {clk}]

set non_clock_inputs [all_inputs -no_clocks]
set_input_delay [expr $clk_period * $clk_io_pct] -clock clk0 $non_clock_inputs
set_output_delay [expr $clk_period * $clk_io_pct] -clock clk0 [all_outputs]
```
==> flow_summary.toml <==
# generated from flow reports
[synth]
synth_cells = 247
avgSynthCellArea_um2 = 12.8
synth_cell_types = 9
yosysWarnings = 1
syn-cell-area_um2 = 3170
ys_seq_share_pct = 58.5
yosys_area_um2 = 3170
ys_cells = 247
ys_ff = 74

[place]
gp_congestion = 0.778
io_buffers = 152
dpl-instance-area_um2 = 4810
dp_hpwl_um = 5040

[sta]
slew-limit-headroom_pct = 74.7
slew_violations = 0
fmaxAchievable_mhz = 931
period_needed_ns = 1.07
finalHoldViolCount = 24
rsz0062_at_grt = "yes"
whs_ns = -0.212
fin_crit_sh_pct = 97.7
setup_viol = 0
fin_worst_skew_ns = 0
worstMarginPinSlew_ns = 0.379

[setup_path]
worstPathMaxFanout = 2
crit_family = "flip-flops"
worstPathCellList = "buf_2"
critPathLaunchType = "flip-flop"
critPathKind = "flip-flop to output pin"
cpMaxStageDelayCell = "dfrtp_1"
critPathRequiredTime_ns = 0.88
cp-end-kind = "output pin"
critPathMaxStageDelay_ns = 0.39
arrival_ns = 0.85
crit_buf_inv = 1

[global_route]
grt_pass1_wl_um = 11600
gr-usage-all-layers_pct = 24.1
use_met2_pct = 35.1
grt.met3_usage_pct = 7.33
grt_pass1_vias = 2370
grt_busiest_layer = "met1"
met1_usage_pct = 39.1
antenna_found_initial = 0
grt_start_max_net_pins = 49
overflow = 0

[floorplanning]
coreArea_um2 = 6030
fp_util_pct = 52.5
dieWidth_um = 81.6
rows = 28
die_h_um = 81.6
io_pins = 153
die_area_um2 = 6650

[clock_tree]
cts_buffers = 9
cts.reportedPaths.clkPinSlew_ns = 0.08
cts_root_buf = "clkbuf_8"
cts.sinks = 74
htree_num_levels = 3
clk_latency_ns = 0.34
cts_tree = "yes"
cts_buffer_depth = 2

[outcome]
status = "complete, but fails checks"
violations = "negative hold slack"

[route]
vias_per_cell = 4.99
drc = 0
n_antenna_cell = 0
vias = 2589
first_pass_iters = 4
wl_per_cell_um = 15.0
wl_um = 7780
drtIter0Drc = 140
ant_nets = 0

[layout]
drive_gt1_share_pct = 32.7
fin_area_um2 = 4960
areaGrowthSynthToFinish_pct = 56.8
lay_top_count = "clkdlybuf4s50_1"
final_cell_mix = "clkdlybuf4s50_1 (76), a22o_1 (74), buf_2 (74), dfrtp_1 (74), nor2b_1 (68)"

[job]
cap_violations = 0
warning_count = 29

[power_and_ir_drop]
p_per_area_nw_per_um2 = 1270
ir_drop_mv = 1.02
power.static_leakage_nw = 2.56

[worst_hold_path]
hp-class = "input port to asynchronous set/reset pin"
[layer usage]
| metal | up-vias | part of all wire (%) |
|---|---|---|
| met5 | - | 0 |
| met4 | 0 | 0.76 |
| met3 | 6 | 8.8 |
| met2 | 97 | 45 |
| met1 | 1227 | 45 |
| li1 | 1259 | - |
[registers in the layout, summed over array words and instances (netlist names)]
signal / cells
r1_operand_b: 32
r1_opcode: 7
r1_operand_a: 32
r1_destination: 3
[path summary, 6_finish.rpt]
path                       slack (ns)  cells after the start             start                to
max reg2reg                      0.15                      3   r1_operand_b[6]   r1_operand_b[6]
max in group asynchronous        0.88                      2             rst_n  r1_operand_a[19]
min reg2reg                      0.51                      1  r1_operand_b[27]  r1_operand_b[27]
min in group clk0                0.37                      3        r2_pc_halt  r1_operand_a[13]
min                             -0.21                      1             rst_n  r1_operand_b[16]
max                              0.03                      1  r1_operand_b[17]  r1_operand_b[17]
[through the flow]
stage | setup TNS, ns | utilization (%) | setup slack, ns | cells | total power, mW
final | 0 | 82.4 | 0.0256 | 519 | 6.28
after global routing | -0.226 | 82.4 | -0.0241 | 519 | 6.57
after CTS | 0 | 81.3 | 0.0162 | 510 | 6.30
after detailed placement | -13.71 | 79.8 | -0.214 | 462 | 4.05
after global placement | -12.81 | 79.8 | -0.190 | 462 | 4.04
after floorplan | 0 | - | 0.191 | 247 | 3.33
[cell type report]
class | count | area (um2)
clock buffers | 11 | 141
clock inverters | 5 | 77.6
fillers | 354 | 1060
multi-input cells | 149 | 1130
flip-flops and latches | 74 | 1850
well taps | 75 | 93.8
repair buffers | 205 | 1670
[cells by family (layout without fill, tap and decap cells)]
family / Yosys count / after routing / share of synthesized area, %
AOI/OAI and AO/OA: 74 / 74 / 20.5
buffers and inverters: 24 / 221 / 6.05
DFF: 74 / 74 / 58.5
and+or+nand+nor: 75 / 75 / 15.0
[cells in the mapped netlist]
library cell / number / area [um2]
clkbuf_1: 1 / 3.75
buf_4: 4 / 30.0
dfrtp_1: 74 / 1850
nor2b_1: 68 / 425
buf_2: 9 / 45.0
nor2_1: 1 / 3.75
a22o_1: 74 / 648
and2b_1: 6 / 45.0
buf_6: 10 / 113
[power breakdown]
| group | switching, mW | internal, mW | total (mW) | leakage, nW |
|---|---|---|---|---|
| registers | 0.0752 | 2.87 | 2.94 | 0.998 |
| logic | 0.344 | 0.690 | 1.03 | 1.45 |
| clock network | 0.974 | 1.33 | 2.31 | 0.109 |
[repair_timing]
item | 4_1_cts | 5_1_grt
endpoints found under the setup margin | 74 | 33
endpoints found under the hold margin | 24 | 24
setup buffers | 32 | 9
gates cloned | 0 | 0
gates resized | 226 | 0
Power figures rest on the tool's default switching activity, not on a simulated workload.
