==> flow/design.v <==
`timescale 1ns / 1ps
parameter NOP                  = 16'b0000_0000_0000_0000;
parameter HALT                 = 16'b0000_0010_0000_0000;
parameter ADD                  =  7'b0001_000;
parameter ADDF                 =  7'b0001_001;
parameter SUB                  =  7'b0001_010;
parameter SUBF                 =  7'b0001_011;
parameter AND                  =  7'b0010_000;
parameter OR                   =  7'b0010_001;
parameter XOR                  =  7'b0010_010;
parameter NAND                 =  7'b0010_011;
parameter NOR                  =  7'b0010_100;
parameter NXOR                 =  7'b0010_101;
parameter SHIFTR               =  7'b0011_000;
parameter SHIFTRA              =  7'b0011_001;
parameter SHIFTL               =  7'b0011_010;
parameter LOAD                 =  5'b0100_0;
parameter LOADC                =  5'b0100_1;
parameter STORE                =  5'b0101_0;
parameter JMP                  =  4'b1000;
parameter JMPcond              =  4'b1001;
parameter JMP_N                =  7'b1001_000;
parameter JMP_NN               =  7'b1001_001;
parameter JMP_Z                =  7'b1001_010;
parameter JMP_NZ               =  7'b1001_011;
parameter JMPR                 =  4'b1010;
parameter JMPRcond             =  4'b1011;
parameter JMPR_N               =  7'b1011_000;
parameter JMPR_NN              =  7'b1011_001;
parameter JMPR_Z               =  7'b1011_010;
parameter JMPR_NZ              =  7'b1011_011;
parameter N                    =  3'b000;
parameter NN                   =  3'b001;
parameter Z                    =  3'b010;
parameter NZ                   =  3'b011;
parameter R0                   =  3'b000;
parameter R1                   =  3'b001;
parameter R2                   =  3'b010;
parameter R3                   =  3'b011;
parameter R4                   =  3'b100;
parameter R5                   =  3'b101;
parameter R6                   =  3'b110;
parameter R7                   =  3'b111;
parameter SUCCESS_COUNT        =  6'd3;
parameter TEST_COUNT           = {6'b0, 6'd2};
parameter JMP_LOAD             =  6'd2;
parameter JMP_STORE_AGAIN      = {6'b0, 6'b11_1011};  
parameter FINISH_LOAD          =  6'd2;
parameter JMP_LOAD_AGAIN       = {6'b0, 6'b11_0101};  
parameter LEFT_8               =  6'd8;
parameter LEFT_32              =  6'd32;
`timescale 1ns / 1ps
parameter NOP                  = 16'b0000_0000_0000_0000;
parameter HALT                 = 16'b0000_0010_0000_0000;
parameter ADD                  =  7'b0001_000;
parameter ADDF                 =  7'b0001_001;
parameter SUB                  =  7'b0001_010;
parameter SUBF                 =  7'b0001_011;
parameter AND                  =  7'b0010_000;
parameter OR                   =  7'b0010_001;
parameter XOR                  =  7'b0010_010;
parameter NAND                 =  7'b0010_011;
parameter NOR                  =  7'b0010_100;
parameter NXOR                 =  7'b0010_101;
parameter SHIFTR               =  7'b0011_000;
parameter SHIFTRA              =  7'b0011_001;
parameter SHIFTL               =  7'b0011_010;
parameter LOAD                 =  5'b0100_0;
parameter LOADC                =  5'b0100_1;
parameter STORE                =  5'b0101_0;
parameter JMP                  =  4'b1000;
parameter JMPcond              =  4'b1001;
parameter JMP_N                =  7'b1001_000;
parameter JMP_NN               =  7'b1001_001;
parameter JMP_Z                =  7'b1001_010;
parameter JMP_NZ               =  7'b1001_011;
parameter JMPR                 =  4'b1010;
parameter JMPRcond             =  4'b1011;
parameter JMPR_N               =  7'b1011_000;
parameter JMPR_NN              =  7'b1011_001;
parameter JMPR_Z               =  7'b1011_010;
parameter JMPR_NZ              =  7'b1011_011;
parameter N                    =  3'b000;
parameter NN                   =  3'b001;
parameter Z                    =  3'b010;
parameter NZ                   =  3'b011;
parameter R0                   =  3'b000;
parameter R1                   =  3'b001;
parameter R2                   =  3'b010;
parameter R3                   =  3'b011;
parameter R4                   =  3'b100;
parameter R5                   =  3'b101;
parameter R6                   =  3'b110;
parameter R7                   =  3'b111;
parameter SUCCESS_COUNT        =  6'd0;
parameter TEST_COUNT           = {6'b0, 6'b11_1111};  
parameter JMP_LOAD             =  6'b11_1111;         
parameter JMP_STORE_AGAIN      = {6'b0, 6'b11_1000};  
parameter FINISH_LOAD          =  6'b11_1111;         
parameter JMP_LOAD_AGAIN       = {6'b0, 6'b11_0010};  
parameter LEFT_8               =  6'd8;
parameter LEFT_32              =  6'd32;
`timescale 1ns / 1ps
module seq_core_read
#(
   parameter D_SIZE = 32
)
(
   input            [15:0] ir         ,
   output reg        [6:0] opcode     ,
   output reg        [2:0] destination,
   output reg        [2:0] source_1   ,
   output reg        [2:0] source_2   ,
   input      [D_SIZE-1:0] operand_1  ,
   input      [D_SIZE-1:0] operand_2  ,
   output reg [D_SIZE-1:0] operand_a  ,
   output reg [D_SIZE-1:0] operand_b
);
reg [5:0] value   ;
reg [7:0] constant;
reg [5:0] offset  ;
always@(*)
begin
   opcode      = ir[15:9];
   destination = 0;
   source_1    = 0;
   source_2    = 0;
   value       = 0;
   constant    = 0;
   offset      = 0;
   operand_a   = 0;
   operand_b   = 0;
   casez(opcode[6:3])
      4'b0001:
      begin
         case(opcode[2:0])
            0     ,
            0     + 1    ,
            0     + 1    + 1     ,
            0     + 1    + 1     + 1    :  begin
                           destination = ir[8:6];
                           source_1    = ir[5:3];
                           source_2    = ir[2:0];
                           operand_a   = operand_1;  
                           operand_b   = operand_2;  
                        end
         endcase
      end
      4'b0010:
      begin
         case(opcode[2:0])
            0     ,
            0     + 1      ,
            0     + 1      + 1     ,
            0     + 1      + 1     + 1    ,
            0     + 1      + 1     + 1    + 1     ,
            0     + 1      + 1     + 1    + 1     + 1    :  begin
                           destination = ir[8:6];
                           source_1    = ir[5:3];
                           source_2    = ir[2:0];
                           operand_a   = operand_1;  
                           operand_b   = operand_2;  
                        end
         endcase
      end
      4'b0011:
      begin
         case(opcode[2:0])
            0  ,
            0  + 1 ,
            0  + 1 + 1  :  begin
                           destination = ir[8:6];
                           source_1    = ir[8:6];
                           value       = ir[5:0];
                           operand_a   = operand_1;  
                           operand_b   = value;
                        end
         endcase
      end
      4'b01ZZ:
      begin
         case(opcode[4:2])
            0    :  begin
                           destination = ir[10:8];
                           source_2    = ir[ 2:0];
                           operand_b   = operand_2;  
                        end
            0    + 1   :  begin
                           destination = ir[10:8];
                           source_1    = ir[10:8];
                           constant    = ir[ 7:0];
                           operand_a   = operand_1;  
                           operand_b   = constant;
                        end
            0    + 1   + 1   :  begin
                           source_1    = ir[ 2:0];
                           source_2    = ir[10:8];
                           operand_a   = operand_1;  
                           operand_b   = operand_2;  
                        end
         endcase
      end
      4'b1ZZZ:
      begin
         case(opcode[5:3])
            0     :  begin
                           source_2    = ir[2:0];
                           operand_b   = operand_2;  
                        end
            0     + 1 + 1    :  begin
                           offset      = ir[5:0];
                           operand_b   = $signed(offset);
                        end
            0     + 1 :  begin
                           source_1    = ir[8:6];
                           source_2    = ir[2:0];
                           operand_a   = operand_1;  
                           operand_b   = operand_2;  
                        end
            0     + 1 + 1    + 1:  begin
                           source_1    = ir[8:6];
                           offset      = ir[5:0];
                           operand_a   = operand_1;  
                           operand_b   = $signed(offset);
                        end
         endcase
      end
   endcase
end
endmodule
==> flow/run.sh <==
#!/bin/bash
# OpenROAD 26Q1-2900-gdf79404cd8, Yosys 0.63+post, stock flow scripts
make -C /OpenROAD-flow-scripts/flow DESIGN_CONFIG=/design/flow/config.mk WORK_HOME=/design/flow/orfs finish
==> flow/config.mk <==
export PLATFORM = sky130hd
export DESIGN_NAME = seq_core_read
export DESIGN_NICKNAME = seq_core_read
export VERILOG_FILES = /design/flow/design.v
export SDC_FILE = /design/flow/constraint.sdc
export NUM_CORES = 4
export LEC_CHECK = 1
export CORE_AREA = 10 10 98 98
export DIE_AREA = 0 0 108 108
==> flow/constraint.sdc <==
current_design seq_core_read

set clk_period 4.1
set clk_io_pct 0.2

create_clock -name clk0 -period $clk_period

set non_clock_inputs [all_inputs -no_clocks]
set_input_delay [expr $clk_period * $clk_io_pct] -clock clk0 $non_clock_inputs
set_output_delay [expr $clk_period * $clk_io_pct] -clock clk0 [all_outputs]
==> changes_impl.md <==
## Flow update

- Outcome: completed
- CTS Hold Bufs: 0
- Clock Buffer Count: 0
- Start-to-end type of the worst setup path: in -> out
- Total power of the final layout: 319.9 uW
- Post-synth cell types: 36
- Total negative slack for setup checks: 0 ns
- Chip area in the Yosys report: 1250 um^2
- Power Density: around 110 nW/um^2
- Max Transition Viols Final: 0
- Non-filler cells in the finished layout: 400
- Count of port buffers added during placement: 160
- Slew at the pin closest to its max-slew limit: 0.5137 ns
- Worst slack on hold paths: 2.260 ns
- CP arrival: 3.14 ns
- Area taken by flip-flops and latches: 0 um^2
- Maximum frequency from static timing analysis: 0.2526 GHz
- Cell area after layout: around 3000 um^2
- Number of warnings the tools reported: 32
- CP endpoint kind: output port
- Ratio of cells with drive above 1 in the final layout: 19.80%
- Row count: 32
- Number of DRC markers after the initial detailed-route iteration: 85
- Mean instance size in the synthesized netlist: about 9.3 um^2
- Post-detailed-routing wire length: between 6000 and 7000 um
- Crit path time final: 3.959 ns
- Antenna cell count: 0
- Global router's overall resource usage: 9.775%
- Static Leak: 1.341 nW
- CP startpoint kind: primary input
- Required time at the worst-slack endpoint: around 3.3 ns
- Number of DRC violations after detailed routing: 0
- Die Height: 108 um
- Routability congestion estimate from global placement: about 0.83
- Most frequently placed logic cell in the final layout: sky130_fd_sc_hd__clkdlybuf4s50_1
- Wire length of the first global-routing pass: around 9400 um
- # Cells Yosys: 135
- Count of vias placed by the detailed router: roughly 1.7k
- Vias in the first global route: 1709
- Ports placed on the boundary: approximately 160
- Most area-hungry cell type in the Yosys netlist: sky130_fd_sc_hd__nor2b_4
- Final-report hold violation count: 0
- Worst slack, placed: 0.08791 ns
- Max FO, Critical Path: 8
- Number of antenna violations at the first check in global routing: 0
- Detailed Routing Iterations Pass 1: 4
- Share of Yosys cell area claimed by the top area cell type: 33.03%
- Most congested layer reported by global routing: met2
- Sum of net half-perimeters after detailed placement: about 5500 um
- Setup repair after global routing missed its margin: no
- Number of sequential cells: 0
- Total of max-cap violations: 0
- Global-route track usage on met3: 3.976%
- Setup violators final: 0
- Worst setup path startpoint: ir[14]
- Gate count after technology mapping: ~140
- Final setup slack of the worst path: about 0.14 ns
- Via density: 4.128
- Post-layout util: 39.63%
- Met2 Track Usage GR: 16.85%
- Netlist Area Pre-Place: 1250 um^2
- Post-detailed-route wirelength per cell: 15.78 um
- Detail Route Antenna Nets: 0
- Fillcell total: 754
- Hold Path Class: in -> out
- DIE WIDTH: ~110 um
- Synth Warn #: 1
- Maximum resistive drop on vdd: 0.03713 mV
- Overall chip area: around 12000 um^2
- Total placed cells including tap cells: ~400
- End of the critical path: operand_a[1]
- Cell area reported after detailed placement: a little over 3000 um^2
- Part of the cycle the worst path needs: 96.57%
- Met1 Resource Use GR: 11.81%
- Pre-placement core utilization: 16.34%
- Most frequent cells in the layout: sky130_fd_sc_hd__clkdlybuf4s50_1, sky130_fd_sc_hd__nor2b_4, sky130_fd_sc_hd__a21o_1, sky130_fd_sc_hd__buf_4, sky130_fd_sc_hd__a22o_1
- Core ar.: 7647 um^2
- Normalized max-slew margin: 65.69%
- Layout-stage area growth over the synthesis result: 142.4%
- Global route total overflow: 0
- Most area-consuming cells after synthesis: sky130_fd_sc_hd__nor2b_4, sky130_fd_sc_hd__a21o_1, sky130_fd_sc_hd__a22o_1
- Portion of the post-synthesis area used by sequential elements: 0%
- Pin count of the biggest net entering global routing: 32
## worst min-delay path by stage
stage,start,endpoint,cells after the start
after CTS,operand_1[28],operand_a[28],3
after global routing,ir[11],opcode[2],2
final,ir[11],opcode[2],2
## cell usage after synthesis, types with 2 or more instances
| cell type | instances |
|---|---|
| sky130_fd_sc_hd__nand2_1 | 2 |
| sky130_fd_sc_hd__o21ai_1 | 4 |
| sky130_fd_sc_hd__a21o_1 | 25 |
| sky130_fd_sc_hd__nor2b_1 | 4 |
| sky130_fd_sc_hd__nand2b_1 | 2 |
| sky130_fd_sc_hd__and3b_1 | 3 |
| sky130_fd_sc_hd__nor2_1 | 5 |
| sky130_fd_sc_hd__and2_1 | 2 |
| sky130_fd_sc_hd__o21bai_1 | 2 |
| sky130_fd_sc_hd__buf_2 | 5 |
| sky130_fd_sc_hd__a22oi_1 | 5 |
| sky130_fd_sc_hd__a22o_1 | 8 |
| sky130_fd_sc_hd__buf_12 | 3 |
| sky130_fd_sc_hd__a221o_1 | 5 |
| sky130_fd_sc_hd__nor2b_4 | 30 |
| sky130_fd_sc_hd__buf_4 | 9 |
| sky130_fd_sc_hd__clkbuf_1 | 2 |
## power by group
group	switching [mW]	leakage [nW]	total (mW)	internal (mW)
Sequential	0	0	0	0
Combinational	0.0942	1.34	0.320	0.226
Clock	0	0	0	0
## layer usage
| layer | share of wire [%] | wire [um] |
|---|---|---|
| met5 | 0 | 0 |
| met1 | 41 | 2591 |
| met4 | 0 | 0 |
| met3 | 13 | 793 |
| met2 | 46 | 2927 |
## logic make-up after synthesis
| kind of cell | share of synthesized area [%] |
|---|---|
| muxes | 0.8008 |
| buffers and inverters | 13.11 |
| AOI/OAI and AO/OA | 38.54 |
| and+or+nand+nor | 47.55 |
## critical path: stages
cell and delay, ns:
sky130_fd_sc_hd__clkdlybuf4s50_1 0.50, sky130_fd_sc_hd__or4b_4 0.59, sky130_fd_sc_hd__o32ai_4 0.14, sky130_fd_sc_hd__and4bb_4 0.30
sky130_fd_sc_hd__buf_4 0.21, sky130_fd_sc_hd__nor2b_4 0.10, sky130_fd_sc_hd__clkdlybuf4s50_1 0.47
## what timing repair did
item	CTS	global route
setup endpoints to repair	0	11
buffers inserted	0	0
resized	0	2
## area by class of cell
class	instances	area [um^2]	area share (%)
inverter	1	3.754	0.1239
multi-input combinational	115	1092	36.04
tap	102	127.6	4.211
timing repair buffer	182	1807	59.62
No activity file was given, so power comes from the tool's default toggle rates.
