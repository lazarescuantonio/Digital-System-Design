$ cat ./run.sh
#!/bin/bash
# OpenROAD 26Q1-2900-gdf79404cd8, Yosys 0.63+post, stock flow scripts
make -C /OpenROAD-flow-scripts/flow DESIGN_CONFIG=/design/flow/config.mk WORK_HOME=/design/flow/orfs finish
$ cat ./config.mk
export PLATFORM = sky130hd
export DESIGN_NAME = seq_core_execute
export DESIGN_NICKNAME = seq_core_execute
export VERILOG_FILES = /design/flow/design.v
export SDC_FILE = /design/flow/constraint.sdc
export NUM_CORES = 4
export LEC_CHECK = 1
export CORE_UTILIZATION = 40
$ cat ./constraint.sdc
current_design seq_core_execute

set clk_period 18.6
set clk_io_pct 0.2

create_clock -name clk0 -period $clk_period

set non_clock_inputs [all_inputs -no_clocks]
set_input_delay [expr $clk_period * $clk_io_pct] -clock clk0 $non_clock_inputs
set_output_delay [expr $clk_period * $clk_io_pct] -clock clk0 [all_outputs]
$ cat ./design.v
`timescale 1ns / 1ps
parameter NOP                  = 16'b0000_0000_0000_0000;
parameter HALT                 = 16'b0000_0010_0000_0000;
parameter ADD                  =  7'b0001_000;
parameter ADDF                 =  7'b0001_001;
parameter SUB                  =  7'b0001_010;
parameter SUBF                 =  7'b0001_011;
parameter AND                  =  7'b0010_000;
parameter OR                   =  7'b0010_001;
parameter XOR                  =  7'b0010_010;
parameter NAND                 =  7'b0010_011;
parameter NOR                  =  7'b0010_100;
parameter NXOR                 =  7'b0010_101;
parameter SHIFTR               =  7'b0011_000;
parameter SHIFTRA              =  7'b0011_001;
parameter SHIFTL               =  7'b0011_010;
parameter LOAD                 =  5'b0100_0;
parameter LOADC                =  5'b0100_1;
parameter STORE                =  5'b0101_0;
parameter JMP                  =  4'b1000;
parameter JMPcond              =  4'b1001;
parameter JMP_N                =  7'b1001_000;
parameter JMP_NN               =  7'b1001_001;
parameter JMP_Z                =  7'b1001_010;
parameter JMP_NZ               =  7'b1001_011;
parameter JMPR                 =  4'b1010;
parameter JMPRcond             =  4'b1011;
parameter JMPR_N               =  7'b1011_000;
parameter JMPR_NN              =  7'b1011_001;
parameter JMPR_Z               =  7'b1011_010;
parameter JMPR_NZ              =  7'b1011_011;
parameter N                    =  3'b000;
parameter NN                   =  3'b001;
parameter Z                    =  3'b010;
parameter NZ                   =  3'b011;
parameter R0                   =  3'b000;
parameter R1                   =  3'b001;
parameter R2                   =  3'b010;
parameter R3                   =  3'b011;
parameter R4                   =  3'b100;
parameter R5                   =  3'b101;
parameter R6                   =  3'b110;
parameter R7                   =  3'b111;
parameter SUCCESS_COUNT        =  6'd3;
parameter TEST_COUNT           = {6'b0, 6'd2};
parameter JMP_LOAD             =  6'd2;
parameter JMP_STORE_AGAIN      = {6'b0, 6'b11_1011};  
parameter FINISH_LOAD          =  6'd2;
parameter JMP_LOAD_AGAIN       = {6'b0, 6'b11_0101};  
parameter LEFT_8               =  6'd8;
parameter LEFT_32              =  6'd32;
`timescale 1ns / 1ps
parameter NOP                  = 16'b0000_0000_0000_0000;
parameter HALT                 = 16'b0000_0010_0000_0000;
parameter ADD                  =  7'b0001_000;
parameter ADDF                 =  7'b0001_001;
parameter SUB                  =  7'b0001_010;
parameter SUBF                 =  7'b0001_011;
parameter AND                  =  7'b0010_000;
parameter OR                   =  7'b0010_001;
parameter XOR                  =  7'b0010_010;
parameter NAND                 =  7'b0010_011;
parameter NOR                  =  7'b0010_100;
parameter NXOR                 =  7'b0010_101;
parameter SHIFTR               =  7'b0011_000;
parameter SHIFTRA              =  7'b0011_001;
parameter SHIFTL               =  7'b0011_010;
parameter LOAD                 =  5'b0100_0;
parameter LOADC                =  5'b0100_1;
parameter STORE                =  5'b0101_0;
parameter JMP                  =  4'b1000;
parameter JMPcond              =  4'b1001;
parameter JMP_N                =  7'b1001_000;
parameter JMP_NN               =  7'b1001_001;
parameter JMP_Z                =  7'b1001_010;
parameter JMP_NZ               =  7'b1001_011;
parameter JMPR                 =  4'b1010;
parameter JMPRcond             =  4'b1011;
parameter JMPR_N               =  7'b1011_000;
parameter JMPR_NN              =  7'b1011_001;
parameter JMPR_Z               =  7'b1011_010;
parameter JMPR_NZ              =  7'b1011_011;
parameter N                    =  3'b000;
parameter NN                   =  3'b001;
parameter Z                    =  3'b010;
parameter NZ                   =  3'b011;
parameter R0                   =  3'b000;
parameter R1                   =  3'b001;
parameter R2                   =  3'b010;
parameter R3                   =  3'b011;
parameter R4                   =  3'b100;
parameter R5                   =  3'b101;
parameter R6                   =  3'b110;
parameter R7                   =  3'b111;
parameter SUCCESS_COUNT        =  6'd0;
parameter TEST_COUNT           = {6'b0, 6'b11_1111};  
parameter JMP_LOAD             =  6'b11_1111;         
parameter JMP_STORE_AGAIN      = {6'b0, 6'b11_1000};  
parameter FINISH_LOAD          =  6'b11_1111;         
parameter JMP_LOAD_AGAIN       = {6'b0, 6'b11_0010};  
parameter LEFT_8               =  6'd8;
parameter LEFT_32              =  6'd32;
`timescale 1ns / 1ps
module seq_core_execute
#(
   parameter D_SIZE = 32,
   parameter A_SIZE = 10
)
(
   output reg              read          ,  
   output reg              write         ,  
   output     [A_SIZE-1:0] address       ,
   output     [D_SIZE-1:0] data_out      ,
   input             [6:0] r1_opcode     ,
   input      [D_SIZE-1:0] r1_operand_a  ,
   input      [D_SIZE-1:0] r1_operand_b  ,
   output reg              pc_halt       ,
   output reg              pc_load       ,
   output reg              pc_loadr      ,
   output     [A_SIZE-1:0] pc_target     ,
   output reg              write_en      ,  
   output reg [D_SIZE-1:0] result
);
reg [2:0] condition;
reg       flag_N   ;
reg       flag_Z   ;
always@(*)
begin
   pc_halt     = 0;
   pc_load     = 0;
   pc_loadr    = 0;
   read        = 0;
   write       = 0;
   write_en    = 0;
   condition   = 0;
   flag_N      = 0;
   flag_Z      = 0;
   result      = 0;
   casez(r1_opcode[6:3])
      4'b0000:
      begin
         case(r1_opcode[2:0])
            0     + 1    :  begin
                           pc_halt   = 1'b1;
                        end
         endcase
      end
      4'b0001:
      begin
         case(r1_opcode[2:0])
            0     :  begin
                           result    = $signed(r1_operand_a) + $signed(r1_operand_b);
                           write_en  = 1'b1;
                        end
            0     + 1    :  begin
                           result    = $signed(r1_operand_a) + $signed(r1_operand_b);
                           write_en  = 1'b1;
                        end
            0     + 1    + 1     :  begin
                           result    = $signed(r1_operand_a) - $signed(r1_operand_b);
                           write_en  = 1'b1;
                        end
            0     + 1    + 1     + 1    :  begin
                           result    = $signed(r1_operand_a) - $signed(r1_operand_b);
                           write_en  = 1'b1;
                        end
         endcase
      end
      4'b0010:
      begin
         case(r1_opcode[2:0])
            0     :  begin
                           result    =   r1_operand_a & r1_operand_b;
                           write_en  = 1'b1;
                        end
            0     + 1      :  begin
                           result    =   r1_operand_a | r1_operand_b;
                           write_en  = 1'b1;
                        end
            0     + 1      + 1     :  begin
                           result    =   r1_operand_a ^ r1_operand_b;
                           write_en  = 1'b1;
                        end
            0     + 1      + 1     + 1    :  begin
                           result    = ~(r1_operand_a & r1_operand_b);
                           write_en  = 1'b1;
                        end
            0     + 1      + 1     + 1    + 1     :  begin
                           result    = ~(r1_operand_a | r1_operand_b);
                           write_en  = 1'b1;
                        end
            0     + 1      + 1     + 1    + 1     + 1    :  begin
                           result    = ~(r1_operand_a ^ r1_operand_b);
                           write_en  = 1'b1;
                        end
         endcase
      end
      4'b0011:
      begin
         case(r1_opcode[2:0])
            0  :  begin
                           result    = r1_operand_a >> r1_operand_b;
                           write_en  = 1'b1;
                        end
            0  + 1 :  begin
                           result    = $signed(r1_operand_a) >>> $signed(r1_operand_b);  
                           write_en  = 1'b1;
                        end
            0  + 1 + 1  :  begin
                           result    = r1_operand_a << r1_operand_b;
                           write_en  = 1'b1;
                        end
         endcase
      end
      4'b01ZZ:
      begin
         case(r1_opcode[4:2])
            0    :  begin
                           read      = 1'b1;
                           write_en  = 1'b1;
                        end
            0    + 1   :  begin
                           result    = {r1_operand_a[D_SIZE-1:8], r1_operand_b[7:0]};
                           write_en  = 1'b1;
                        end
            0    + 1   + 1   :  begin
                           write     = 1'b1;
                        end
         endcase
      end
      4'b1ZZZ:
      begin
         case(r1_opcode[5:3])
            0     :  begin
                           pc_load   = 1'b1;
                        end
            0     + 1 + 1    :  begin
                           pc_loadr  = 1'b1;
                        end
            0     + 1 :  begin
                           condition = r1_opcode[2:0];
                           flag_N    = r1_operand_a <  0;
                           flag_Z    = r1_operand_a == 0;
                           pc_load   = (condition == 0 ) ?  flag_N :
                                       (condition == 0       + 1) ? ~flag_N :
                                       (condition == 0       + 1      + 1 ) ?  flag_Z :
                                       (condition == 0       + 1      + 1       + 1) ? ~flag_Z : 1'b0;
                        end
            0     + 1 + 1    + 1:  begin
                           condition = r1_opcode[2:0];
                           flag_N    = r1_operand_a <  0;
                           flag_Z    = r1_operand_a == 0;
                           pc_loadr  = (condition == 0 ) ?  flag_N :
                                       (condition == 0       + 1) ? ~flag_N :
                                       (condition == 0       + 1      + 1 ) ?  flag_Z :
                                       (condition == 0       + 1      + 1       + 1) ? ~flag_Z : 1'b0;
                        end
         endcase
      end
   endcase
end
assign address    = r1_operand_b;
assign data_out   = r1_operand_a;
assign pc_target  = r1_operand_b;
endmodule
==> flow_summary.toml <==
# flow metrics
[outcome]
status = "finished, final reports clean"

[synthesis]
ys_warn_count = 1
synth_area_per_cell_sq_um = 6.76
syn_area_sq_um = 10500
seq_area_frac_synth_pct = 0
syn_inst = 1554
ys_area_sq_um = 10500
ys_cells = 1554
synth_cell_types = 72

[placement]
gp_congestion = 1.08
hpwlAfterDp_um = 41800
post-place-cells = 1925
port_buffers = 161

[die]
fp.dieW_um = 164
core_area_sq_um = 25500
io_pins = 161
die_h_um = 164
row_count = 58
die_area_sq_um = 26900
fp_util_pct = 41.3

[final_layout]
drive_gt1_share_pct = 9.40
areaGrowthSynthToFinish_pct = 15.0
fin_cells = 1928
nClkBuffers = 0
seq_area_sq_um = 0
ff_count = 0

[worst_setup_path]
max_stage_delay_ns = 0.74
arrival_ns = 8.83
path_cells = "clkdlybuf4s50_1, nor2_1, buf_4, and3_1, and2_1, nand2_1, o21ai_0, xnor2_1, ha_1, a21oi_1, o21bai_1, a21oi_1, or3b_2, a211oi_1, o31ai_1, xnor2_1, o211ai_1, clkdlybuf4s50_1"
crit_path_end_kind = "output port"
path_class = "primary input to output port"
worst-path-max-fanout = 13
cp.required_ns = 14.88
start_kind = "primary input"
cp_slowest_cell = "clkdlybuf4s50_1"

[final_timing]
tightest_slew_ns = 1.11
period_used_pct = 67.5
max_slew_margin_pct = 25.2
drv_slew = 0
fin_crit_ns = 12.55
timing.hold.ws_ns = 8.11
setup_violations = 0
rsz0062_at_grt = "no"
finalSetupTns_ns = 0
fmaxAchievable_mhz = 79.7
finalHoldViolCount = 0

[job]
openroad.warnings = 65
max-cap-violations = 0

[global_route]
overflow = 0
grt_max_degree = 69
gr-usage-all-layers_pct = 43.2
grt_antenna_before_repair = 2
first_global_vias = 12000
grt_pass1_wl_um = 81800

[drt]
drc = 0
firstDrtPassIters = 6
post_drt_wl_per_cell_um = 29.4
vias_per_cell = 6.78
dr_total_vias = 13100
routed_wl_um = 56600
antenna_left = 0
drtIter0Drc = 1655

[pwr]
switchingPower_uw = 223
p_sw_share_pct = 60.7
p_leak_nw = 4.91
vdd_drop_max_mv = 0.0196
power_density_nw_per_um2 = 30.4
intPower_uw = 145
power_uw = 368

[clock_network]
cts_resized = 0
ctsHoldBuffers = 0
postCtsSetupRepairBufs = 0

[worst_hold_path]
hold_depth = 2
hold_path_class = "primary input to output port"
layout make-up:
cell class | instances | area [sq um]
Tap cell | 330 | 413
Inverter | 104 | 390
Antenna cell | 3 | 7.51
Multi-Input combinational cell | 1268 | 9230
Timing Repair Buffer | 223 | 2040
Fill cell | 2559 | 13400
layout by cell type, fill, tap and decap left out, types with 6 or more instances in the layout:
cell,n
nand3_1,33
a211oi_1,22
and3_1,11
mux2i_1,100
xor2_1,7
o31ai_1,9
clkdlybuf4s50_1,153
a22oi_1,18
nor3_1,22
nand4_1,10
nand2_1,149
o211ai_1,17
a211o_1,9
mux4_2,54
nor4_1,12
xnor2_1,48
a31oi_1,14
ha_1,96
inv_1,102
o221ai_1,9
nor2_1,164
o21ai_0,138
buf_2,6
or3_1,9
a21oi_1,116
a21o_1,15
buf_4,64
a22o_1,7
nand2b_1,11
and2_1,10
a31o_2,6
a221oi_1,13
o22ai_1,47
a222oi_1,10
Yosys cell counts (11+ instances only):
master,number,area [sq um]
a211oi_1,22,165
a22oi_1,18,135
o21ai_0,138,691
a221oi_1,13,114
clkbuf_1,94,353
nand2_1,149,559
nor4_1,13,81.3
nor3_1,22,110
ha_1,96,1200
mux2i_1,100,1000
a21o_1,15,113
mux4_2,54,1220
nor2_1,164,616
nand3_1,33,165
nand2b_1,12,75.1
a21oi_1,116,581
a31oi_1,14,87.6
buf_4,55,413
buf_1,21,78.8
xnor2_1,48,420
o22ai_1,47,294
inv_1,103,387
o211ai_1,17,128
and3_1,11,68.8
buf_2,12,60.1
cell families after synthesis:
logic type	after synthesis	share of synthesized area (%)
AOI/OAI and AO/OA	495	29.9
xor gates and xnor gates	55	4.58
adders and majority gates	97	11.6
buffers and inverters	286	12.3
muxes	159	21.6
and+or+nand+nor	462	19.9
worst max-delay path: cells and delay by family:
kind	cells	cell delay [ns]
fa+ha+maj	1	0.34
compound gates	7	1.49
xor+xnor	2	0.34
buf+inv	3	1.51
simple gates	5	1.42
through the flow:
step	utilization (%)	area [sq um]	setup slack, ns
after floorplan	-	10500	7.52
after global placement	47.4	12100	6.19
after detailed placement	47.4	12100	6.17
after CTS	47.4	12100	6.15
after global routing	47.4	12100	5.78
final	47.4	12100	6.05
final timing paths:
path / to / startpoint
worst min-delay path: pc_target[3] / r1_operand_b[3]
worst max-delay path: result[31] / r1_operand_b[5]
per-layer routing:
layer	part of all wire [%]	vias up	GRT usage (%)
met5	0.099	-	0
met4	6.0	2	20.4
met3	14	183	16.2
met2	41	939	60.6
met1	39	6156	58.4
li1	-	5785	-
